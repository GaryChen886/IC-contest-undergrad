==> flow/design.v <==
module SET ( clk , rst, en, central, radius, mode, busy, valid, candidate );
    input clk, rst;
    input en;
    input [23:0] central;
    input [11:0] radius;
    input [1:0] mode;
    output reg busy;
    output reg valid;
    output reg [7:0] candidate;
    wire [7:0] circle1,circle2,circle3;
    wire [7:0] Rsquare1,Rsquare2,Rsquare3;
    wire cnt1,cnt2,cnt3;
    reg [3:0] x [3:1];
    reg [3:0] y [3:1];
    reg [3:0] r [3:1];
    reg [3:0] cur_x,cur_y;
    assign circle1 = ( ((cur_x>x[1])? cur_x-x[1] : x[1]-cur_x ) * ((cur_x>x[1])? cur_x-x[1] : x[1]-cur_x ) ) + ( ((cur_y>y[1])? cur_y-y[1] : y[1]-cur_y ) * ((cur_y>y[1])? cur_y-y[1] : y[1]-cur_y ) );
    assign circle2 = ( ((cur_x>x[2])? cur_x-x[2] : x[2]-cur_x ) * ((cur_x>x[2])? cur_x-x[2] : x[2]-cur_x ) ) + ( ((cur_y>y[2])? cur_y-y[2] : y[2]-cur_y ) * ((cur_y>y[2])? cur_y-y[2] : y[2]-cur_y ) );
    assign circle3 = ( ((cur_x>x[3])? cur_x-x[3] : x[3]-cur_x ) * ((cur_x>x[3])? cur_x-x[3] : x[3]-cur_x ) ) + ( ((cur_y>y[3])? cur_y-y[3] : y[3]-cur_y ) * ((cur_y>y[3])? cur_y-y[3] : y[3]-cur_y ) );
    assign Rsquare1 = r[1] * r[1];   
    assign Rsquare2 = r[2] * r[2];
    assign Rsquare3 = r[3] * r[3];
    assign cnt1 = ( circle1 > Rsquare1 ) ? 1'b0 : 1'b1 ;     
    assign cnt2 = ( circle2 > Rsquare2 ) ? 1'b0 : 1'b1 ;
    assign cnt3 = ( circle3 > Rsquare3 ) ? 1'b0 : 1'b1 ;
    always@(posedge clk or posedge rst)begin
        if(rst)begin
            busy <= 1'b0;
            valid <= 1'b0;
            candidate <= 8'd0;
            cur_x <= 4'd0;
            cur_y <= 4'd0;
        end
        else begin
            if (en)begin
                busy <= 1'b1;
                valid <= 1'b0;
                candidate <= 8'd0;
                x[1] <= central[23:20];
                x[2] <= central[15:12];
                x[3] <= central[7:4];
                y[1] <= central[19:16];
                y[2] <= central[11:8];
                y[3] <= central[3:0];
                r[1] <= radius[11:8];
                r[2] <= radius[7:4];
                r[3] <= radius[3:0];
                cur_x <= 4'd1;
                cur_y <= 4'd1;
            end
            if (busy)begin
                if (valid)
                    busy <= 1'b0;
                else begin
                    case(mode)
                        2'd0:begin
                            if(cur_x <= 8)begin
                                if(cur_y <= 8)begin
                                    candidate <= candidate + cnt1;
                                    cur_y <= cur_y + 1;
                                end
                                else begin
                                    cur_x <= cur_x+1;
                                    cur_y <= 4'd1;
                                end
                            end
                            else begin
                                valid <= 1'b1;
                            end
                        end
                        2'd1:begin
                            if( cur_x <= 8 )begin
                                if(cur_y <= 8)begin
                                    if(cnt1 == 1 && cnt2 == 1)begin
                                        candidate <= candidate + 1;
                                    end
                                    else;
                                    cur_y <= cur_y+1;
                                end
                                else begin
                                    cur_x <= cur_x+1;
                                    cur_y <= 4'd1;
                                end
                            end
                            else begin
                                valid <= 1'b1;
                            end
                        end
                        2'd2:begin
                            if(cur_x <= 8)begin
                                if(cur_y <= 8)begin
                                    if(cnt1 == 1 && cnt2 == 0)begin
                                        candidate <= candidate + 1;
                                    end
                                    else if(cnt1 == 0 && cnt2 == 1)begin
                                        candidate <= candidate + 1;
                                    end
                                    else;
                                    cur_y <= cur_y + 1;
                                end
                                else begin
                                    cur_x <= cur_x + 1;
                                    cur_y <= 4'd1;
                                end
                            end
                            else begin
                                valid <= 1'b1;
                            end
                        end
                        2'd3:begin
                            if(cur_x <= 8)begin
                                if(cur_y <= 8)begin
                                    if(cnt1 == 1 && cnt2 == 1 && cnt3 == 0)begin
                                        candidate <= candidate + 1;
                                    end
                                    else if(cnt1 == 0 && cnt2 == 1 && cnt3 == 1)begin
                                        candidate <= candidate + 1;
                                    end
                                    else if(cnt1 == 1 && cnt2 == 0 && cnt3 == 1)begin
                                        candidate <= candidate + 1;
                                    end 
                                    else;
                                    cur_y <= cur_y+1;
                                end
                                else begin
                                    cur_x <= cur_x+1;
                                    cur_y <= 4'd1;
                                end
                            end
                            else begin
                                valid <= 1'b1;
                            end
                        end
                    endcase
                end
            end
        end
    end
endmodule
==> flow/run.sh <==
#!/bin/bash
# OpenROAD 26Q1-2900-gdf79404cd8, Yosys 0.63+post, stock flow scripts
make -C /OpenROAD-flow-scripts/flow DESIGN_CONFIG=/design/flow/config.mk WORK_HOME=/design/flow/orfs finish
==> flow/config.mk <==
export PLATFORM = sky130hd
export DESIGN_NAME = SET
export DESIGN_NICKNAME = SET
export VERILOG_FILES = /design/flow/design.v
export SDC_FILE = /design/flow/constraint.sdc
export NUM_CORES = 4
export LEC_CHECK = 1
export CORE_UTILIZATION = 50
==> flow/constraint.sdc <==
current_design SET

set clk_period 13.8
set clk_io_pct 0.2

create_clock -name clk0 -period $clk_period [get_ports {clk}]

set non_clock_inputs [all_inputs -no_clocks]
set_input_delay [expr $clk_period * $clk_io_pct] -clock clk0 $non_clock_inputs
set_output_delay [expr $clk_period * $clk_io_pct] -clock clk0 [all_outputs]
==> impl_metrics.yaml <==
# generated from flow reports
logic_synthesis:
  synthFlopType: "edfxtp_1"
  area_leaders: "ha_1 21%, fa_1 17%, edfxtp_1 11%"
  yosysCellCount: 1046
  edf_count: 36
  synth_area_um2: 9450
  largest_area_cell: "ha_1"
  yosysUniqueCellTypes: 71
  ys_ff: 54
  ys_seq_share: 0.162
  synthArstFlopShare: 0.333
  syn_area_per_cell_um2: 9.04
  ys_warn_count: 4
  top_area_frac: 0.214
  ys_area_um2: 9450
  postSynthCellCount: 1046
cts:
  ctsHoldBuffers: 0
  numClockSinks: 54
  clkLatencyLatePin_ps: 320
  cts_inserted_buffers: 5
  cts_tree: "built"
  clockBufferDepth: 2
  cts_max_level: 2
  clkTransAtPathRegs_ps: 90
  root_buffer: "clkbuf_16"
  ctsResizeCount: 0
  cts_setup_buffers: 0
final_layout:
  area_growth_pct: 9.82
  drive_above_1_share: 0.0374
  postLayoutCellArea_um2: 10400
  layout_top_cell: "inv_1"
  postLayoutCoreUtil: 0.568
  lay_top_cells: "203 x inv_1, 162 x ha_1, 81 x fa_1"
final_timing:
  period_used_share: 0.733
  finalWorstSetupSlack_ps: 3680
  final_max_slew_viol_count: 0
  finalHoldViolations: 0
  rsz0062_at_grt: "false"
  whs_ps: 509
  fin_tns_setup_ps: 0
  relSlewSlack: 0.507
  tightest_slew_ps: 740
  finalCriticalPeriod_ps: 10120
  fin_skew_ps: 13.8
  setup_viol: 0
  clock.fmax_mhz: 98.8
route:
  wl_met3_um: 953
  met1_length_um: 9750
  routed_wl_um: 20000
  wire_per_inst_um: 15.1
  diodes: 0
  num_vias: 7042
  drc_errors: 0
  drtPass1Iterations: 5
  top_layer: "met4"
  routed_via_density: 5.31
  ant_nets: 0
  wl_met2_um: 8990
  drtIter0Drc: 347
floorplanning:
  die_h_um: 139
  die_width_um: 139
  rows: 49
  fp_util: 0.517
  dieArea_um2: 19500
  io_pins: 51
  core_um2: 18300
setup_path:
  slowest_stage: "dfrtp_1"
  reg2reg_depth: 40
  cpPeakStageDelay_ps: 590
  critPathMaxFanout: 9
  cp.arrival_ps: 10350
  required_ps: 14030
  worstSetupStartpointType: "register"
  setup.worst_path.class: "reg -> reg"
  cpMostUsedCell: "fa_1"
  critPathCaptureType: "register"
global_routing:
  grt_use_total: 0.234
  antenna_found_initial: 0
  grt_max_degree: 32
  overflow: 0
  grt_pass1_vias: 7188
  grt_pass1_wl_um: 34900
placement:
  hpwlAfterDp_um: 16400
  numPortBuffers: 50
  gp_congestion: 0.935
  pre_cts_slack_ps: 3760
  dpl_cell_area_um2: 10200
run:
  warning_count: 62
  maxCapViolations: 0
min_path:
  whs_path_depth: 1
  hold_class: "reg -> reg"
outcome:
  status: "finished clean"
cell type report:
class	instances	area, um^2
clock inverters	3	28.8
repair buffers	53	523
well taps	229	287
multi-input cells	777	7110
clock buffers	5	125
flip-flops and latches	54	1530
fillers	1641	7890
inverters	205	774
per-stage QoR:
step                      instances
final                          1326
after CTS                      1326
after detailed placement       1318
after floorplan                1046
after global placement         1318
after global routing           1326
Yosys cell counts, types with 5 or more instances:
| master | n |
|---|---|
| mux2i_1 | 24 |
| and3_1 | 10 |
| clkbuf_1 | 8 |
| nand3_1 | 19 |
| nand2_1 | 65 |
| a21o_1 | 24 |
| dfrtp_1 | 18 |
| nor2_1 | 77 |
| nor2b_1 | 17 |
| xor2_1 | 22 |
| o31ai_1 | 6 |
| nand2b_1 | 17 |
| a22oi_1 | 5 |
| xnor2_1 | 53 |
| inv_1 | 203 |
| o211ai_1 | 5 |
| ha_1 | 162 |
| o21ai_1 | 5 |
| fa_1 | 81 |
| a31oi_1 | 8 |
| a211oi_1 | 5 |
| nand4_1 | 8 |
| o22ai_1 | 7 |
| o221ai_1 | 6 |
| edfxtp_1 | 36 |
| a21oi_1 | 45 |
| and2_1 | 20 |
| o21ai_0 | 26 |
registers in the layout, indices dropped and copies added (netlist names):
signal and flops:
r 12, x 12, y 12, candidate 8, cur_x 4, cur_y 4, busy 1, valid 1
final timing paths:
kind / startpoint / endpoint / slack, ps
setup / recovery: cur_x[1] / candidate[6] / 3680
hold / removal: busy / busy / 510
max in group asynchronous: rst / cur_x[0] / 10430
hold reg to reg: busy / busy / 510
min in group asynchronous: rst / candidate[2] / 2830
setup reg to reg: cur_x[1] / candidate[6] / 3680
logic make-up (layout without fill, tap and decap cells):
| kind of cell | count (synthesis) | after routing | synth area share |
|---|---|---|---|
| mux | 25 | 25 | 0.0270 |
| flops | 54 | 54 | 0.162 |
| fa+ha+maj | 243 | 243 | 0.386 |
| buf+inv | 215 | 266 | 0.0864 |
| compound gates | 184 | 184 | 0.138 |
| simple gates | 248 | 248 | 0.126 |
| xor+xnor | 77 | 77 | 0.0741 |
per-layer routing:
metal | GRT usage | vias to the layer above
met3 | 0.0372 | 22
li1 | - | 3589
met1 | 0.372 | 3270
met2 | 0.359 | 161
met5 | 0 | -
met4 | 0.0333 | 0
critical path: cells and delay by family (launching register included):
family / cells / cell delay [ps]
adders and majority gates: 11 / 4310
DFF: 1 / 590
AOI/OAI and AO/OA: 13 / 2510
buffers and inverters: 6 / 620
muxes: 1 / 330
xor gates and xnor gates: 3 / 420
and+or+nand+nor: 6 / 1270
