===== /design/flow/design.v =====
module JAM (
input CLK,
input RST,
output reg [2:0] W,
output reg [2:0] J,
input [6:0] Cost,
output reg [3:0] MatchCount,
output reg [9:0] MinCost,
output reg Valid );
    reg [15:0]round; 
    reg [2:0]p[0:7];
    reg [2:0]index, min,k,j;
    reg [3:0] sum;
    reg [2:0]state_current, state_next;  
    reg next_sort;
    reg next_CAL;
    reg next_part;
    reg [3:0]counter;
    parameter IDLE = 3'd0;
    parameter SORT = 3'd1;  
    parameter ALLOCATE = 3'd2;
    parameter PART = 3'd3;
    parameter WHOLE = 3'd4;
    parameter CAL = 3'd5;
    parameter COMPARE = 3'd6;
    parameter DONE = 3'd7;
    always @(posedge CLK or posedge RST)begin
        if(RST)begin
            state_current <= IDLE;
        end
        else begin
            state_current <= state_next;
        end
    end
    always @(*)begin
        state_next = IDLE;
        case(state_current)
            IDLE : state_next = SORT;
            SORT : begin
                if(next_sort) state_next = ALLOCATE;
                else state_next = SORT;
            end
            ALLOCATE : begin
                if(next_part) state_next=PART;
                else state_next=ALLOCATE;
            end
            PART : state_next = WHOLE;
            WHOLE : begin 
                if(next_CAL) state_next=CAL;
                else state_next= WHOLE;
            end
            CAL : begin 
                if(counter== 8) state_next = COMPARE; 
                else state_next = CAL;
            end
            COMPARE : begin
                if(round == 16'd40318) state_next = DONE;
                else state_next = IDLE;
            end
            DONE : state_next = DONE;
        endcase
    end
    always @(posedge CLK or posedge RST)begin    
        if(RST)begin            
            next_sort <= 0;
        end else begin
            if(state_current==SORT) begin
                if(p[index]>p[index-1])
                    next_sort <= 1;
            end else if(state_current == IDLE)begin
                next_sort <= 0;
            end
        end
    end
    always @(posedge CLK or posedge RST)begin    
        if(RST)begin
            sum <= 0;
        end
        else begin
            if(state_current==SORT) begin
                if(p[index]>p[index-1]) begin
                    sum<= index+7;
                end
            end
        end
    end
    always @(posedge CLK or posedge RST)begin    
        if(RST)begin
            index <= 7;
        end
        else begin
            if(state_current == SORT) begin
                if(p[index] <= p[index-1])
                    index <= index-1;
            end else if(state_current == IDLE)begin
                index <= 3'd7;
            end else if(state_current == WHOLE) begin
                if(k > index)
                    index <= index+1;
            end
        end
    end
    always @(posedge CLK or posedge RST)begin    
        if(RST)begin
           j  <= 3'd7;
           min <= 3'd0;
           next_part<=0;
        end
        else begin
            if(state_current==ALLOCATE) begin
                if(p[j]>p[index-1]) begin
                    min<=j;
                    next_part<=1;
                end
                else j<=j-1;
            end
            else if(state_current == IDLE)begin
                j  <= 3'd7;
                min <= 3'd0;
                next_part<=0;
            end
        end
    end
    always @(posedge CLK or posedge RST)begin    
        if(RST)begin
            p[0] <= 3'd0;
            p[1] <= 3'd1;
            p[2] <= 3'd2;
            p[3] <= 3'd3;
            p[4] <= 3'd4;
            p[5] <= 3'd5;
            p[6] <= 3'd6;
            p[7] <= 3'd7;
        end else begin
            if(state_current==PART) begin
                p[index-1]<=p[min];
                p[min]<=p[index-1];
            end else if(state_current==WHOLE) begin
                if(k>index) begin
                    p[k]<=p[index];
                    p[index]<=p[k];
                end
            end
        end
    end
    always @(posedge CLK or posedge RST)begin    
        if(RST)begin
           k<=3'd7;
           next_CAL<=0;
        end
        else begin
            if(state_current==WHOLE) begin
                if(k>index) begin
                    k<=k-1;
                end
                else next_CAL <=1;
            end
            else if(state_current==IDLE) begin
                 k<=3'd7;
                 next_CAL<=0;                
            end
        end
    end
    reg [9:0]result;
    always @(posedge CLK or posedge RST)begin    
        if(RST) 
            result <= 0;
        else begin
            if(state_current==CAL) begin
                if(counter >= 1 && counter <= 8) begin
                    result <= result + Cost;
                end
            end else if(state_current == IDLE) begin
                result <= 0;
            end
        end
    end
    always @(posedge CLK or posedge RST)begin    
        if(RST)begin
            counter <= 0;
            W <= 0;
            J <= 0;
        end
        else begin
            if(state_current==CAL) begin
                case(counter)
                    0 : begin
                        W <= p[0];
                        J <= 0;
                    end
                    1 : begin
                        W <= p[1];
                        J <= 1;
                    end
                    2 : begin
                        W <= p[2];
                        J <= 2;
                    end
                    3 : begin
                        W <= p[3];
                        J <= 3;
                    end
                    4 : begin
                        W <= p[4];
                        J <= 4;
                    end
                    5 : begin
                        W <= p[5];
                        J <= 5;
                    end
                    6 : begin
                        W <= p[6];
                        J <= 6;
                    end
                    7 : begin
                        W <= p[7];
                        J <= 7;
                    end
                endcase
                if(counter <= 7) counter <= counter + 1;
                else counter <= 0;
            end
        end
    end
    reg [9:0]tmp;
    always @(posedge CLK or posedge RST)begin    
        if(RST)begin
            MatchCount <= 1;
            MinCost <= 10'd1023;
            round<=0;
        end
        else begin
            if(state_current==COMPARE) begin
                if(result < MinCost)    begin
                    MatchCount <= 1;
                    MinCost <= result;
                    round<=round+1;
                end
                else if(result == MinCost) begin 
                    MatchCount <= MatchCount + 1;
                    round<=round+1;
                end
                else begin
                    round<=round+1;
                end
            end
        end
    end
    always @(*) begin
        Valid = 0;
        if(state_current == DONE)begin
            Valid = 1;
        end
    end
endmodule

===== /design/flow/run.sh =====
#!/bin/bash
# OpenROAD 26Q1-2900-gdf79404cd8, Yosys 0.63+post, stock flow scripts
make -C /OpenROAD-flow-scripts/flow DESIGN_CONFIG=/design/flow/config.mk WORK_HOME=/design/flow/orfs finish

===== /design/flow/config.mk =====
export PLATFORM = sky130hd
export DESIGN_NAME = JAM
export DESIGN_NICKNAME = JAM
export VERILOG_FILES = /design/flow/design.v
export SDC_FILE = /design/flow/constraint.sdc
export NUM_CORES = 4
export LEC_CHECK = 1
export CORE_UTILIZATION = 40

===== /design/flow/constraint.sdc =====
current_design JAM

set clk_period 3.7
set clk_io_pct 0.2

create_clock -name clk0 -period $clk_period [get_ports {CLK}]

set non_clock_inputs [all_inputs -no_clocks]
set_input_delay [expr $clk_period * $clk_io_pct] -clock clk0 $non_clock_inputs
set_output_delay [expr $clk_period * $clk_io_pct] -clock clk0 [all_outputs]

==> impl_metrics.env <==
# flow metrics
export IMPL_setup_viol=0
export IMPL_slowest_stage="dfstp_2"
export IMPL_fillerInstances=1628
export IMPL_setup_reg_to_reg_worst_slack_ns=0.25
export IMPL_max_freq_mhz=290
export IMPL_vdd_drop_max_mv=0.204
export IMPL_die_y_um=135
export IMPL_netSwitchingPower_mw=0.522
export IMPL_yosys_stat_area_um2=7120
export IMPL_dp_hpwl_um=16700
export IMPL_path_cells="inv_1 > ha_1 > or3_1 > a21oi_2 > a22oi_2 > ha_1 > nor2b_1 > o21a_1 > o21a_1 > a21o_1 > a211oi_1 > a21o_1"
export IMPL_crit_path_start_kind="flop"
export IMPL_postCtsSetupRepairBufs=0
export IMPL_drc_errors=0
export IMPL_top_cells_by_count="83 x nand2_1, 64 x dfrtp_1, 55 x nor2_1"
export IMPL_gp_congestion=1.02
export IMPL_syn_area_per_cell_um2=9.05
export IMPL_edf_count=0
export IMPL_wl_per_cell_um=22.0
export IMPL_crit_buf_inv=1
export IMPL_p_per_area_nw_per_um2=260
export IMPL_drv_cap=0
export IMPL_worstRegToRegCells=12
export IMPL_p_comb_share_pct=2.7
export IMPL_drt_wl_total_um=23000
export IMPL_ios=30
export IMPL_cts_made_buffers=9
export IMPL_slowest_delay_ns=0.57
export IMPL_swShare_pct=25.0
export IMPL_h_tree_depth=3
export IMPL_log_warning_count=43
export IMPL_dr_pass1_iters=5
export IMPL_cp_max_fo=13
export IMPL_clkPwrFrac_pct=46.5
export IMPL_tightest_slew_ns=0.747
export IMPL_num_rows=48
export IMPL_grt_overflow=0
export IMPL_drt_iter0_drc=570
export IMPL_ys_types=75
export IMPL_area_growth_pct=12.9
export IMPL_core_area_um2=17400
export IMPL_r2r_end="index[1]"
export IMPL_vias=6311
export IMPL_seq_power_share_pct=50.8
export IMPL_yosysTopAreaCell="dfrtp_1"
export IMPL_min_period_over_period_pct=93.2
export IMPL_ys_seq_share_pct=34.7
export IMPL_yosysWarningCount=2
export IMPL_port_buffers=29
export IMPL_fin_setup_tns_ns=0
export IMPL_arrival_ns=3.75
export IMPL_post_cts_resized=0
export IMPL_synth_flop_count=97
export IMPL_clock_path_buffers=2
export IMPL_first_global_vias=6141
export IMPL_clk_latency_ns=0.36
export IMPL_async_flop_share_pct=100
export IMPL_yosys_cells=787
export IMPL_skew_ns=0.00906
export IMPL_n_antenna_cell=0
export IMPL_antenna_found_initial=0
export IMPL_rsz0062_at_grt="false"
export IMPL_slew_headroom_pct=49.8
export IMPL_clkSinkCount=97
export IMPL_cts_root_buf="clkbuf_16"
export IMPL_status="finished, final reports clean"
export IMPL_cp_required_ns=4.00
export IMPL_end_kind="flop"
export IMPL_netlist_area_um2=7120
export IMPL_fin_util_pct=46.3
export IMPL_fp_util_pct=41.0
export IMPL_topCellsByArea="dfrtp_1 22%, dfstp_2 12%, ha_1 9.0%"
export IMPL_hold_violations=0
export IMPL_cp_top_family="AND-OR/OR-AND gates"
export IMPL_finalCriticalPeriod_ns=3.45
export IMPL_hp_class="reg -> reg"
export IMPL_leakage_nw=3.18
export IMPL_hold_buffers=0
export IMPL_cts_tree="done"
export IMPL_vias_per_cell=6.04
export IMPL_layout_drive_gt1_share_pct=14.6
export IMPL_endpoint="index[1]"
export IMPL_crit_cells=12
export IMPL_grt_max_degree=55
export IMPL_p_int_mw=1.57
export IMPL_critical_path_startpoint="index[0]"
export IMPL_chipArea_um2=18300
export IMPL_die_x_um=135
export IMPL_synth_cells=787
export IMPL_top_area_share_pct=22.5
export IMPL_track_usage_pct=27.0
export IMPL_drtAntennaViolNets=0
export IMPL_synth_most_common_cell="nand2_1"
export IMPL_worst_setup_path_type="reg -> reg"
export IMPL_ys_flop_type="dfrtp_1"
export IMPL_slew_viol_final=0
export IMPL_grt_pass1_wl_um=36000
export IMPL_clk_pin_slew_worst_paths_ns=0.08
export IMPL_timing_rr_start="index[0]"
cells in the final DEF, fill, tap and decap left out, drive strengths merged, types with 27 or more instances in the layout:
cell type and instances:
a21oi 53, buf 27, clkdlybuf4s50 29, dfrtp 64
dfstp 33, ha 51, inv 42, mux2i 27
nand2 83, nor2 56, o21ai 47
how the worst min path moves through the flow:
stage           end  cells after the start              from  slack (ns)
4_1_cts        j[2]                      1  state_current[2]        0.45
5_1_grt   round[12]                      1         round[12]        0.47
6_report       j[2]                      1  state_current[2]        0.45
sequential cells by signal, summed over array words and instances, names as in the netlist, 4 cells and up:
name / cells
p: 24
round: 16
MinCost: 10
result: 10
state_current: 8
MatchCount: 4
counter: 4
power groups by stage:
stage	sequential, mW	clock, mW	combinational [mW]
after CTS	1.06	1.00	0.0592
after global routing	1.06	1.05	0.0657
final	1.06	0.970	0.0573
layout make-up:
cell class | count | area [um^2] | share of cell area, %
repair buffers | 56 | 493 | 6.14
clock buffers | 9 | 225 | 2.80
flip-flops and latches | 97 | 2470 | 30.7
inverters | 38 | 145 | 1.81
clock inverters | 7 | 83.8 | 1.04
multi-input cells | 613 | 4340 | 54.0
well taps | 225 | 282 | 3.50
per-layer routing:
| layer | global-route usage, % | share of wire, % |
|---|---|---|
| met5 | 0 | 0 |
| met4 | 7.55 | 3.3 |
| met3 | 5.46 | 8.1 |
| met2 | 41.3 | 44 |
| met1 | 39.7 | 45 |
through the flow:
| step | setup slack [ns] | hold WS (ns) | total power, mW | area (um^2) | cells |
|---|---|---|---|---|---|
| global placement | 0.346 | 0.441 | 1.14 | 7730 | 1029 |
| detailed placement | 0.310 | 0.446 | 1.14 | 7730 | 1029 |
| finish | 0.251 | 0.455 | 2.09 | 8040 | 1045 |
| floorplan | 0.144 | 0.404 | 1.12 | 7120 | 787 |
| CTS | 0.270 | 0.451 | 2.12 | 8040 | 1045 |
| global route | 0.0627 | 0.475 | 2.18 | 8040 | 1045 |
cell families (layout without fill, tap and decap cells):
family                   Yosys count  in the layout  share of synthesized area, %
adder cells (fa/ha/maj)           52             52                          9.24
flip-flops                        97             97                          34.7
multiplexers                      51             51                          7.91
XOR/XNOR                          27             27                          3.69
AND/OR/NAND/NOR                  241            241                          16.2
buffers and inverters             77            110                          4.39
AND-OR/OR-AND                    242            242                          23.9
Power is estimated from default activity; no workload was simulated.
